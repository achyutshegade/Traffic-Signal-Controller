<file path="/design/flow/config.mk">
export PLATFORM = sky130hd
export DESIGN_NAME = trafficSignalController
export DESIGN_NICKNAME = trafficSignalController
export VERILOG_FILES = /design/flow/design.v
export SDC_FILE = /design/flow/constraint.sdc
export NUM_CORES = 4
export LEC_CHECK = 1
export CORE_AREA = 10 10 98 98
export DIE_AREA = 0 0 108 108
</file>
<file path="/design/flow/design.v">
module trafficSignalController(
    input rst,               
    input s,                 
    input clk,               
    input ped,               
    input em,                
    input es,                
    output reg MG=0,         
    output reg MY=0,         
    output reg MR=0,         
    output reg SG=0,         
    output reg SY=0,         
    output reg SR=0          
    );
    reg[2:0] presentState;   
    reg[4:0] counter;        
    reg[2:0] nextState;      
    initial counter = 5'b00000;
    parameter S0=3'b000,S1=3'b001,S2=3'b010,S3=3'b011,S4=3'b100,S5=3'b101;
    initial presentState=S0;
    always @(negedge clk)
        if(rst==1)presentState<=S0;
        else
        begin
        if(em)presentState<=S0;
        else if(es)presentState<=S3;
        else begin 
        case(presentState)
        S0: begin
                counter <= counter+5'b0001;
                if((s==1)&&(counter>=5'b11001))
                begin
                presentState<=S1;
                counter<=5'b00000;
                end
                else
                presentState<=S0;
                end
        S1:begin
                counter <= counter+5'b0001;
                if(counter>=5'b00100)begin 
                presentState<=S2;
                counter<=5'b00000;
                end
                else presentState<=S1;
                end
        S2:begin
                counter <= counter+5'b0001;
                if(ped==1)
                begin
                if(counter>=5'b01010)begin 
                presentState<=S3;
                counter<=5'b00000;
                end
                else presentState<=S2;
                end
                else if(counter>=5'b00010)begin 
                presentState<=S3;
                counter<=5'b00000;
                end
                else presentState<=S2;
                end
        S3:begin
                counter <= counter+5'b0001;
                if((s==0)||(counter>=5'b11001))
                begin 
                presentState<=S4;
                counter<=5'b00000;
                end
                else presentState<=S3;
                end
        S4:begin
                counter <= counter+5'b0001;
                if(counter>=5'b00100)begin 
                presentState<=S5;
                counter<=5'b00000;
                end
                else presentState<=S4;
                end
        S5:begin
                counter = counter+5'b0001;
                if(ped==1)
                begin
                if(counter>=5'b01010)begin 
                presentState<=S0;
                counter<=5'b00000;
                end
                else presentState<=S5;
                end
                else if(counter>=5'b00010)begin 
                presentState<=S0;
                counter<=5'b00000;
                end
                else presentState<=S5;
                end 
        endcase 
        end
    end
    always @(presentState)
    begin
    case(presentState)
    S0:begin
           MG=1;MY=0;MR=0;
           SG=0;SY=0;SR=1;
           end
    S1:begin
           MG=0;MY=1;MR=0;
           SG=0;SY=0;SR=1;
           end
    S2:begin
           MG=0;MY=0;MR=1;
           SG=0;SY=0;SR=1;
           end       
    S3:begin
           MG=0;MY=0;MR=1;
           SG=1;SY=0;SR=0;
           end
    S4:begin
           MG=0;MY=0;MR=1;
           SG=0;SY=1;SR=0;
           end 
    S5:begin
           MG=0;MY=0;MR=1;
           SG=0;SY=0;SR=1;
           end             
    endcase
    end
endmodule
</file>
<file path="/design/flow/run.sh">
#!/bin/bash
# OpenROAD 26Q1-2900-gdf79404cd8, Yosys 0.63+post, stock flow scripts
make -C /OpenROAD-flow-scripts/flow DESIGN_CONFIG=/design/flow/config.mk WORK_HOME=/design/flow/orfs finish
</file>
<file path="/design/flow/constraint.sdc">
current_design trafficSignalController

set clk_period 2.2
set clk_io_pct 0.2

create_clock -name clk0 -period $clk_period [get_ports {clk}]

set non_clock_inputs [all_inputs -no_clocks]
set_input_delay [expr $clk_period * $clk_io_pct] -clock clk0 $non_clock_inputs
set_output_delay [expr $clk_period * $clk_io_pct] -clock clk0 [all_outputs]
</file>
==> flow_summary.json <==
{
  "layout-drive-gt1-share_pct": 30.94,
  "end_kind": "register",
  "initCoreUtil_pct": 12.55,
  "unclocked_pins": 6,
  "edf_count": 5,
  "ys_area_um2": 959.7,
  "final_util_pct": 18.03,
  "root_buffer": "clkbuf_8",
  "dp_hpwl_mm": 1.902,
  "vdd_drop_max_mv": 0.09471,
  "num_rows": 32,
  "drc": 0,
  "register_area_um2": 300.3,
  "grt_pass1_vias": 923,
  "rsz0062_at_grt": "true",
  "arrival_ns": 1.36,
  "maxSlewViolCount": 0,
  "syn-cell-area_um2": 959.7,
  "reg2regPathDepth": 6,
  "port_buffers": 11,
  "numCtsBuffers": 3,
  "synth_top_area_share_pct": 15.65,
  "htreeDepth": 1,
  "ys_cells": 108,
  "grt_pass1_wl_mm": 4.188,
  "p_per_area_nw_per_um2": 379.8,
  "dieWidth_um": 108,
  "die_area_um2": 11660,
  "regToRegSetupSlack_ns": -0.01,
  "worst-path-max-fanout": 2,
  "synth_flops": 14,
  "crit_end": "counter[2]",
  "drtIter0Drc": 32,
  "crit_start": "ped",
  "cp.required_ns": 1.22,
  "ys_types": 43,
  "totalWireLength_mm": 2.491,
  "async_flop_share_pct": 0,
  "r2r_start": "counter[1]",
  "ys.flop_type": "dlxtn_1",
  "worstMarginPinSlew_ns": 0.4708,
  "worstSetupPathType": "in -> reg",
  "grt_overflow": 0,
  "synth.avg_cell_area_um2": 8.886,
  "area_delta_synth_final_pct": 43.68,
  "untimed_endpoints": 12,
  "clockBufferDepth": 2,
  "area_leaders": "edfxtp_1, dlxtn_1, dfxtp_1",
  "syn_inst": 108,
  "die_h_um": 108,
  "diodes": 0,
  "placed_area_um2": 1259,
  "maxCapViolCount": 0,
  "status": "finished, violations left",
  "tool_warnings": 38,
  "hold_buffers": 0,
  "drt-wirelength-per-cell_um": 10.34,
  "ant_nets": 0,
  "pin_count": 12,
  "clock_latency_ns": 0.30,
  "final_cell_area_um2": 1379,
  "yosys_warnings": 1,
  "hold_slack_ns": 0.7010,
  "antenna_found_initial": 0,
  "hp-class": "reg -> reg",
  "path_clk_slew_ns": 0.04,
  "r2r-end": "counter[2]",
  "cts_tree": "yes",
  "violations": "negative setup slack",
  "grt_max_degree": 14,
  "routed-via-count": 910,
  "vias_per_cell": 3.776,
  "core_area_um2": 7647,
  "p_leak_nw": 0.5352,
  "nFillCells": 825,
  "drt_pass1_iterations": 4,
  "final-setup-viol-count": 7,
  "largest_area_cell": "edfxtp_1",
  "combGateArea_um2": 611.8,
  "relSlewSlack_pct": 68.57,
  "fin_ws_ns": -0.1335,
  "place.gp.congestion": 0.8858,
  "track_usage_pct": 4.258,
  "clock-skew-final_ns": 0.01303,
  "start_kind": "input pin",
  "finalHoldViolations": 0
}
-- where the power goes --
part	switching (W)	internal, W	total, W	leakage [nW]
clock	0.0000965	0.000139	0.000236	0.0642
sequential	0.0000108	0.000169	0.000180	0.119
combinational	0.0000536	0.0000549	0.000108	0.352
total	0.000161	0.000363	0.000524	0.535
-- cell families (layout without fill, tap and decap cells) --
logic type               count (synthesis)  count (layout)  share of synthesized area (%)
AND/OR/NAND/NOR                         43              43                          24.90
AND-OR/OR-AND                           26              26                          21.51
buffers and inverters                   15              46                          11.73
flip-flops                               8               8                          21.90
latches                                  6               6                          9.388
XOR/XNOR                                 5               5                          4.564
adder cells (fa/ha/maj)                  4               4                          4.955
multiplexers                             1               1                          1.043
-- stage by stage --
step	setup TNS (ns)	instances	power (W)	setup slack, ns
detailed placement	-9.300	229	0.0003052	-0.9197
CTS	-0.6097	240	0.0005340	-0.1238
floorplan	-1.146	108	0.0002669	-0.2724
global route	-0.8913	241	0.0005627	-0.1579
global placement	-9.135	229	0.0003046	-0.8961
finish	-0.5308	241	0.0005237	-0.1335
-- worst max-delay path, cell delays in order --
cell      delay (ns)
buf_8           0.08
nand2b_4        0.05
a2111o_1        0.36
o211ai_1        0.15
a311oi_2        0.09
nor3_1          0.19
-- Yosys cell counts, types with 3 or more instances --
cell type	number
o211ai_1	4
a211oi_1	3
clkbuf_8	3
edfxtp_1	5
buf_6	3
inv_1	7
nand2_1	5
nor2_1	10
nand3_1	5
o31ai_1	4
ha_1	3
dlxtn_1	6
xor2_1	3
dfxtp_1	3
nor3_1	7
-- placed cells by master (no fill, tap or decap), types with 4 or more instances in the layout --
cell type and instances:
buf_4 17, nor3_1 6, inv_1 13, clkdlybuf4s50_1 6
nand2_1 5, edfxtp_1 5, nand3_1 4, nor2_1 9
dlxtn_1 6, o211ai_1 4
-- flip-flops by register name (all words and copies together) (netlist names) --
name	flops
counter	5
presentState	3
MG	1
MR	1
MY	1
SG	1
SR	1
SY	1
-- worst min-delay path by stage --
stage	startpoint	endpoint	slack, ns	cells after the start
after CTS	presentState[0]	presentState[0]	0.70	2
after global routing	presentState[2]	presentState[2]	0.74	2
final	presentState[1]	presentState[0]	0.70	3
-- area by class of cell --
cell class | instances | share of cell area (%)
multi-input cells | 79 | 44.37
flip-flops and latches | 14 | 21.78
repair buffers | 29 | 17.79
well taps | 102 | 9.256
clock buffers | 3 | 2.995
clock inverters | 8 | 2.178
inverters | 6 | 1.633
-- what timing repair did --
action | 4_1_cts | 5_1_grt
pin swaps | 8 | 8
setup buffers | 1 | 1
resized | 25 | 5
cloned | 0 | 0
setup endpoints to repair | 13 | 10
-- per-layer routing --
metal	share of wire, %	global-route usage, %
met1	47	5.664
met2	43	6.207
met3	8.4	1.747
met4	1.6	1.240
met5	0	0
Power and IR drop assume default switching activity.
